### design/flow/config.mk
export PLATFORM = sky130hd
export DESIGN_NAME = Servo_pwm
export DESIGN_NICKNAME = Servo_pwm
export VERILOG_FILES = /design/flow/design.v
export SDC_FILE = /design/flow/constraint.sdc
export NUM_CORES = 4
export LEC_CHECK = 1
export CORE_AREA = 10 10 99 99
export DIE_AREA = 0 0 109 109
### design/flow/constraint.sdc
current_design Servo_pwm

set clk_period 4.8
set clk_io_pct 0.2

create_clock -name clk0 -period $clk_period [get_ports {clk}]

set non_clock_inputs [all_inputs -no_clocks]
set_input_delay [expr $clk_period * $clk_io_pct] -clock clk0 $non_clock_inputs
set_output_delay [expr $clk_period * $clk_io_pct] -clock clk0 [all_outputs]
### design/flow/design.v
`timescale 1ns / 1ps
 module Servo_pwm(
   input clk,
   output reg angle = 0,  
   input[5:0] sw
   );
  reg[17:0] angle_value;
  always @(*)
   casex(sw) 
   6'bxxxxx1: angle_value = 18'd240000;  
   6'bxxxx1x: angle_value = 18'd200000;  
   6'bxxx1xx: angle_value = 18'd145000;  
   6'bxx1xxx: angle_value = 18'd110000;  
   6'bx1xxxx: angle_value = 18'd95000;  
   6'b1xxxxx: angle_value = 18'd65000;  
   default: angle_value = 18'd0;   
   endcase
  reg [20:0] count = 0;
   always@(posedge clk)
	begin
		count <= count + 1;
        if (count<angle_value)
        angle <= 1;
        else 
        angle <= 0;
   end   
  endmodule
### design/flow/run.sh
#!/bin/bash
# OpenROAD 26Q1-2900-gdf79404cd8, Yosys 0.63+post, stock flow scripts
make -C /OpenROAD-flow-scripts/flow DESIGN_CONFIG=/design/flow/config.mk WORK_HOME=/design/flow/orfs finish
==> out/results.md <==
| Group | Item | Reported |
|:---|:---|:---|
| layout | Area growth from synthesis to layout | 18.6% |
| place | GP Congestion | 0.779 |
| cts | CTS tree | yes |
| job | Tool warnings | 25 |
| cts | Quantity of hold-fixing buffers added after cts | 0 |
| grt | Via count of the first global-routing pass | 912 |
| place | Worst setup slack after placement | 1.62 ns |
| cts | Maximum level of the CTS H-tree | 1 |
| grt | Remaining Overflow, GRT | 0 |
| synthesis | Post-synth tally of flip-flops with integrated enable | 0 |
| synthesis | Yosys xor share | 0.141 |
| synthesis | Yosys Instances | 138 |
| synthesis | Yosys stat area | 1300 µm² |
| die | Die Outline Area | 11900 µm² |
| sta | Endpoints failing hold | 0 |
| job | Total of max-cap violations | 0 |
| synthesis | Mean instance size in the synthesized netlist | 9.42 µm² |
| layout | Share of cells above drive strength 1 | 0.108 |
| synthesis | Area leader, netlist | sky130_fd_sc_hd__dfxtp_1 |
| sta | Worst Max-Slew Pin Slew | 0.368 ns |
| worst setup path | Type of the worst setup path | in -> reg |
| worst setup path | CP endpoint kind | flip-flop |
| synthesis | Post-synthesis instance area | 1300 µm² |
| die | Top-Level Pins | 8 |
| cts | Clock slew seen by the registers of the worst setup and hold paths | 0.08 ns |
| power | Switching part of the total | 0.216 |
| grt | Antenna violations before repair | 0 |
| power | Proportion of power drawn by the clock network | 0.383 |
| route | DR WL/cell | 9.44 µm |
| synthesis | Fraction of synthesized area in multiplexers | 0 |
| power | Leak Pwr | 0.000529 µW |
| outcome | Run status | finished, final reports clean |
| cts | Number of buffers inserted to repair setup after CTS | 0 |
| power | Maximum vdd drop | 0.0933 mV |
| worst setup path | Largest fanout of any net on the critical path | 9 |
| worst setup path | Data arrival time of the critical path | 3.09 ns |
| sta | Post-route clock skew | 0.00102 ns |
| cts | Number of clock buffers inserted by TritonCTS | 3 |
| synthesis | Dominant cells by area after synthesis | sky130_fd_sc_hd__dfxtp_1 (34%), sky130_fd_sc_hd__ha_1 (13%), sky130_fd_sc_hd__xnor2_1 (12%) |
| route | Antenna diode count | 0 |
| power | Power per unit of standard cell area | 223 nW/µm² |
| synthesis | Yosys synthesis warning count | 1 |
| route | Number of DRC violations after detailed-routing iteration 0 | 34 |
| cts | Library cell used as clock root buffer | sky130_fd_sc_hd__clkbuf_8 |
| worst setup path | Setup slack of the most critical reg-to-reg path | 3.26 ns |
| power | Combinational fraction of design power | 0.087 |
| grt | Total Routing Usage GR | 0.0409 |
| sta | Final setup viols | 0 |
| cts | Clock latency on the worst-skew pair | 0.26 ns |
| route | Number of iterations in the first detailed-routing pass | 4 |
| sta | Setup repair after global routing missed its margin | no |
| grt | Wire length of the first global-routing pass | 4.22 mm |
| synthesis | Main logic family after synthesis | simple AND/OR/NAND/NOR gates |
| die | Core utilization at floorplan | 0.168 |
| synthesis | Number of library cell types mapped by synthesis | 32 |
| synthesis | Max-area cell share | 0.339 |
| sta | Max Transition Viols Final | 0 |
| worst setup path | CP required | 4.99 ns |
| synthesis | Share of flip-flops with an asynchronous set or reset | 0 |
| sta | Post-route setup TNS | 0 ns |
| die | Vert. Die Dim | 109 µm |
| min path | Worst min-delay path class | reg -> reg |
| route | Routed Wire Length | 2.36 mm |
| synthesis | Register bit count reported by yosys | 22 |
| die | X dimension of the die | 109 µm |
| synthesis | Post-Synthesis Cells | 138 |
| place | Number of port buffers | 7 |
| sta | Rel. slew slack | 0.753 |
| sta | Max Clk Rate | 0.344 GHz |
| cts | Number of cells upsized or downsized after cts | 0 |
| die | Cell row count | 32 |
| route | Total vias in the final route | 948 |
| synthesis | Simple logic cell fraction of the synthesized area | 0.203 |
| sta | Final clock period utilization by the worst path | 0.606 |
| worst setup path | Element type at the critical path start | input pin |
| cts | Number of buffers on the longest clock path | 2 |
| route | Average via count per standard cell | 3.79 |
| synthesis | Primary FF master, synth | sky130_fd_sc_hd__dfxtp_1 |
| power | Sequential group share of total power | 0.530 |
| route | Post-detailed-route count of antenna-violating nets | 0 |
| place | Post-DP HPWL | 1.83 mm |
| synthesis | Ao+oa area frac | 0.141 |
| die | Core Area | 7730 µm² |
| synthesis | FA/HA/MAJ Cells, Area Fraction | 0.141 |
| grt | Largest net degree at the start of global routing | 13 |
| sta | Clock period minus final worst setup slack | 2.91 ns |
| power | P_int | 269 µW |
| power | Switching pwr | 74.4 µW |
| synthesis | Seq share, synth | 0.339 |
| sta | Crit path setup slack, layout | 1.89 ns |
| cts | Sink count of the clock tree | 22 |
| route | DR DRC count | 0 |
worst paths after layout:
path / to / depth (start not counted) / from
max reg2reg: count[20] / 5 / count[0]
min reg2reg: count[0] / 1 / count[0]
max: angle / 8 / sw[2]
min: count[0] / 1 / count[0]
critical path, stage by stage:
cell and delay [ns]:
sky130_fd_sc_hd__clkdlybuf4s50_1 0.57, sky130_fd_sc_hd__nor3_1 0.40, sky130_fd_sc_hd__o21ai_0 0.22, sky130_fd_sc_hd__ha_1 0.32
sky130_fd_sc_hd__o2111a_1 0.24, sky130_fd_sc_hd__o31ai_2 0.07, sky130_fd_sc_hd__o221ai_2 0.14, sky130_fd_sc_hd__a211oi_2 0.17
flip-flops by register name, indices dropped and copies added, names as in the netlist:
signal  cells
angle       1
count      21
layer usage:
| layer | wire, µm | GRT usage |
|---|---|---|
| met2 | 952 | 0.0613 |
| met4 | 30 | 0.00659 |
| met1 | 1290 | 0.0620 |
| met5 | 0 | 0 |
| met3 | 89 | 0.00538 |
cells in the mapped netlist (2+ instances only):
library cell,n
sky130_fd_sc_hd__a21o_1,3
sky130_fd_sc_hd__o21ai_0,4
sky130_fd_sc_hd__nor3_2,3
sky130_fd_sc_hd__ha_1,13
sky130_fd_sc_hd__nand3_1,7
sky130_fd_sc_hd__inv_1,9
sky130_fd_sc_hd__nand2_1,8
sky130_fd_sc_hd__o21a_1,3
sky130_fd_sc_hd__a21oi_1,6
sky130_fd_sc_hd__xor2_1,3
sky130_fd_sc_hd__dfxtp_1,22
sky130_fd_sc_hd__and3_1,2
sky130_fd_sc_hd__nand2b_1,2
sky130_fd_sc_hd__maj3_1,2
sky130_fd_sc_hd__nand4_1,7
sky130_fd_sc_hd__nor2_2,2
sky130_fd_sc_hd__xnor2_1,18
sky130_fd_sc_hd__nor2_1,7
sky130_fd_sc_hd__nor3_1,4
per-stage QoR:
stage | total power [µW] | util | std cells | area (µm²) | hold WS (ns)
floorplan | 206 | - | 138 | 1300 | 0.395
global placement | 216 | 0.192 | 246 | 1490 | 0.418
detailed placement | 216 | 0.192 | 246 | 1490 | 0.421
CTS | 348 | 0.199 | 250 | 1540 | 0.440
global route | 359 | 0.199 | 250 | 1540 | 0.482
finish | 344 | 0.199 | 250 | 1540 | 0.440
layout make-up:
cell class	count	area (µm²)
Tap cell	102	128
Inverter	9	33.8
Clock buffer	4	55.1
Sequential cell	22	440
Timing Repair Buffer	7	70.1
Multi-Input combinational cell	106	815
Fill cell	839	6190
cell usage in the layout (no fill, tap or decap):
cell                              count
sky130_fd_sc_hd__a21o_1               3
sky130_fd_sc_hd__nand2_1              8
sky130_fd_sc_hd__a2bb2oi_2            1
sky130_fd_sc_hd__ha_1                13
sky130_fd_sc_hd__o2111a_1             1
sky130_fd_sc_hd__a211oi_2             1
sky130_fd_sc_hd__nor2_1               7
sky130_fd_sc_hd__o31ai_2              1
sky130_fd_sc_hd__o221ai_2             1
sky130_fd_sc_hd__o21ai_1              1
sky130_fd_sc_hd__nor2_4               1
sky130_fd_sc_hd__clkdlybuf4s50_1      7
sky130_fd_sc_hd__nor2_2               2
sky130_fd_sc_hd__maj3_1               2
sky130_fd_sc_hd__clkbuf_8             4
sky130_fd_sc_hd__nor3_1               4
sky130_fd_sc_hd__nor3_2               3
sky130_fd_sc_hd__xnor2_1             18
sky130_fd_sc_hd__o21ai_0              4
sky130_fd_sc_hd__o211ai_1             1
sky130_fd_sc_hd__nand4_1              7
sky130_fd_sc_hd__a21oi_1              6
sky130_fd_sc_hd__nand2b_1             2
sky130_fd_sc_hd__inv_1                9
sky130_fd_sc_hd__dfxtp_1             22
sky130_fd_sc_hd__o21ba_1              1
sky130_fd_sc_hd__and3_4               1
sky130_fd_sc_hd__nand3_1              7
sky130_fd_sc_hd__and3_1               2
sky130_fd_sc_hd__o21a_1               3
sky130_fd_sc_hd__and4_1               1
sky130_fd_sc_hd__xor2_1               3
sky130_fd_sc_hd__nand3_2              1
cell families after synthesis:
| group | after synthesis |
|---|---|
| simple gates | 46 |
| compound gates | 24 |
| fa+ha+maj | 15 |
| buf+inv | 10 |
| flops | 22 |
| xor+xnor | 21 |
power by group through the flow:
stage	sequential (µW)	clock (µW)	combinational, µW
CTS	182	136	29.9
global route	182	143	33.6
finish	182	132	30.0
Power and IR drop assume default switching activity.

### flow/run.sh
#!/bin/bash
# OpenROAD 26Q1-2900-gdf79404cd8, Yosys 0.63+post, stock flow scripts
make -C /OpenROAD-flow-scripts/flow DESIGN_CONFIG=/design/flow/config.mk WORK_HOME=/design/flow/orfs finish
### flow/constraint.sdc
current_design Motor_direction

set clk_period 4.4
set clk_io_pct 0.2

create_clock -name clk0 -period $clk_period [get_ports {clk}]

set non_clock_inputs [all_inputs -no_clocks]
set_input_delay [expr $clk_period * $clk_io_pct] -clock clk0 $non_clock_inputs
set_output_delay [expr $clk_period * $clk_io_pct] -clock clk0 [all_outputs]
### flow/config.mk
export PLATFORM = sky130hd
export DESIGN_NAME = Motor_direction
export DESIGN_NICKNAME = Motor_direction
export VERILOG_FILES = /design/flow/design.v
export SDC_FILE = /design/flow/constraint.sdc
export NUM_CORES = 4
export LEC_CHECK = 1
export CORE_UTILIZATION = 50
### flow/design.v
`timescale 1ns / 1ps
module MOTOR (
         input clk,
	     input [7:0] sw,
	     output reg PWM_output = 0 
);
  reg[15:0] duty_value;
   always @(*)
   casex(sw) 
   8'b00000001: duty_value = 16'd25000;   
   8'b0000001x: duty_value = 16'd30000;   
   8'b000001xx: duty_value = 16'd35000;   
   8'b00001xxx: duty_value = 16'd40000;  
   8'b0001xxxx: duty_value = 16'd45000;  
   8'b001xxxxx: duty_value = 16'd50000;  
   8'b01xxxxxx: duty_value = 16'd55000;  
   8'b1xxxxxxx: duty_value = 16'd65535;  
   default: duty_value = 16'd0;   
   endcase
    reg [15:0] count = 0;
	always@(posedge clk)
	begin
		count <= count + 1;
        if (count<duty_value)
        PWM_output <= 1;
        else 
        PWM_output <= 0;
   end
endmodule
`timescale 1ns / 1ps
module Motor_direction(
   input clk,
   input [11:0]sw,
   input comparator,
   output [3:0] direction, 
   output [1:0]enable,
   output [3:0] an,
   output [6:0] seg
    );
    assign direction = sw[11:8];
    MOTOR u1(
        .clk(clk),
        .sw(sw[7:0]),
        .PWM_output(enable[0]));
    MOTOR u2(
        .clk(clk),
        .sw(sw[7:0]),
        .PWM_output(enable[1]));
    SSD x1(
        .clk(clk),
        .comparator(comparator),
        .sw(sw[11:8]),
        .an(an),
        .seg(seg));
endmodule
`timescale 1ns / 1ps
module SSD(
     input clk,
     input comparator,
     input [11:8] sw,
     output reg [3:0] an,       
     output reg [6:0] seg     
     );
     reg [18:0] count;
     always @ (posedge clk)
          count = count + 1;
     wire [1:0] refresh;
     assign refresh = count[18:17];
     always @ (*)
          case(refresh)
          2'b00:
                    begin
                          if (sw[11:8] == 4'b1001)
                                begin
                                  an = 4'b0111;
                                  seg = 7'b0000011; 
                                end
                          else if (sw[11:8] == 4'b0110)
                                begin
                                  an = 4'b0111;
                                  seg= 7'b0001110;  
                                end 
                         else if (sw[11:8] == 4'b1010)
                             begin
                                 an = 4'b0111;
                                 seg= 7'b1000000;  
                             end 
                         else 
                             begin
                                  an = 4'b0111;
                                  seg= 7'b1000000;  
                             end
               end            
          2'b01:
               begin
                    an = 4'b1011;
                    seg = 7'b1111111; 
               end
          2'b10:
               begin
                    an = 4'b1101;
                    seg = 7'b1111111; 
               end
          2'b11:
               begin     
                         if (comparator == 1)
                                begin
                                  an = 4'b1110;
                                  seg = 7'b1000000; 
                                end
                              else
                                begin
                                  an = 4'b1110;
                                  seg = 7'b1000001;  
                                end
              end
          endcase
endmodule          
==> impl_results.html <==
<h3>Run summary</h3>
<table>
<tr><th>Metric</th><th>Value</th></tr>
<tr><th colspan="2">Global routing</th></tr>
<tr><td>Remaining global-route overflow</td><td>0</td></tr>
<tr><td>Pin count of the biggest net entering global routing</td><td>20</td></tr>
<tr><td>Met1 layer usage reported by global route</td><td>27.5%</td></tr>
<tr><td>Global-route layer with the greatest usage</td><td>met2</td></tr>
<tr><td>Global routing usage on met3</td><td>2.57%</td></tr>
<tr><td>Global-route wire length before repair</td><td>8860 µm</td></tr>
<tr><td>Via count of the first global-routing pass</td><td>1926</td></tr>
<tr><td>GRT Total Usage</td><td>18.1%</td></tr>
<tr><td>Number of antenna violations at the first check in global routing</td><td>0</td></tr>
<tr><td>GR met2 Demand/Resource</td><td>29.0%</td></tr>
<tr><th colspan="2">Placed design</th></tr>
<tr><td>Placed inst area</td><td>0.00328 mm²</td></tr>
<tr><td>Hpwl dp</td><td>3850 µm</td></tr>
<tr><td># port buffers</td><td>30</td></tr>
<tr><td>Gp weighted congestion</td><td>0.875</td></tr>
<tr><th colspan="2">Worst setup path</th></tr>
<tr><td>Critical path type</td><td>input port to flip-flop</td></tr>
<tr><td>Req. time, crit path</td><td>4.64 ns</td></tr>
<tr><td>Critical path arrival</td><td>3.71 ns</td></tr>
<tr><td>Element type at the critical path end</td><td>flip-flop</td></tr>
<tr><td>Startpoint types</td><td>input port</td></tr>
<tr><td>Highest fanout seen on the critical path</td><td>13</td></tr>
<tr><th colspan="2">Drt</th></tr>
<tr><td>Via/cell ratio</td><td>5.17</td></tr>
<tr><td>Final routed wire length divided by cell count</td><td>11.9 µm</td></tr>
<tr><td>Residual antenna-violating net count after detailed routing</td><td>0</td></tr>
<tr><td>Residual DRC</td><td>0</td></tr>
<tr><td>Number of inserted diodes</td><td>0</td></tr>
<tr><td>1st-pass router iterations</td><td>4</td></tr>
<tr><td>Wire length reported by the detailed router</td><td>4910 µm</td></tr>
<tr><td>Via count</td><td>2135</td></tr>
<tr><td>Number of DRC markers after the initial detailed-route iteration</td><td>108</td></tr>
<tr><th colspan="2">Die</th></tr>
<tr><td>Row count</td><td>27</td></tr>
<tr><td>Overall die area</td><td>0.00623 mm²</td></tr>
<tr><td>Horizontal die size</td><td>78.9 µm</td></tr>
<tr><td>Share of the core filled by cells before placement</td><td>52.7%</td></tr>
<tr><td>Core area</td><td>0.00561 mm²</td></tr>
<tr><td>I/O pin cnt</td><td>31</td></tr>
<tr><td>Vertical die size</td><td>78.9 µm</td></tr>
<tr><th colspan="2">Final layout</th></tr>
<tr><td>Utilization of the core after routing</td><td>60.2%</td></tr>
<tr><td>Layout area overhead</td><td>14.2%</td></tr>
<tr><td>Final Cell Area</td><td>0.00338 mm²</td></tr>
<tr><td>Number of inserted filler cells in the final layout</td><td>475</td></tr>
<tr><td>Share of cells above drive strength 1</td><td>5.28%</td></tr>
<tr><th colspan="2">Synth</th></tr>
<tr><td>Total cell area reported by yosys after synthesis</td><td>0.00296 mm²</td></tr>
<tr><td>Total number of yosys warnings</td><td>2</td></tr>
<tr><td>Seq share, synth</td><td>35.9%</td></tr>
<tr><td>Flip-flop and latch count after synthesis</td><td>53</td></tr>
<tr><td>Mean instance size in the synthesized netlist</td><td>9.45 µm²</td></tr>
<tr><td>Proportion of synthesized flip-flops having asynchronous set or reset</td><td>0%</td></tr>
<tr><td>Post-Synthesis Cell Area</td><td>0.00296 mm²</td></tr>
<tr><td>Number of flops mapped to enable cells by yosys</td><td>0</td></tr>
<tr><td>Number of library cell types mapped by synthesis</td><td>37</td></tr>
<tr><td>Post-Syn Instances</td><td>313</td></tr>
<tr><td>Number of cell instances after yosys synthesis</td><td>313</td></tr>
<tr><td>Top FF cell, synth</td><td>sky130_fd_sc_hd__dfxtp_1</td></tr>
<tr><th colspan="2">Pwr</th></tr>
<tr><td>Power Dens Cells</td><td>243 mW/mm²</td></tr>
<tr><td>Worst voltage drop across the vdd grid</td><td>0.147 mV</td></tr>
<tr><td>LEAKAGE</td><td>0.00147 µW</td></tr>
<tr><th colspan="2">Timing</th></tr>
<tr><td>Final-report max-slew violation count</td><td>0</td></tr>
<tr><td>Fmax</td><td>0.288 GHz</td></tr>
<tr><td>Total Negative Setup Slacks</td><td>0 ns</td></tr>
<tr><td>Ratio of final minimum period to clock period</td><td>78.9%</td></tr>
<tr><td>Headroom to the max-slew limit</td><td>55.2%</td></tr>
<tr><td>Hold Fails Final Rpt</td><td>0</td></tr>
<tr><td>Clock Skews</td><td>0.0106 ns</td></tr>
<tr><td>Final hold slack</td><td>0.426 ns</td></tr>
<tr><td>Post-route minimum period</td><td>3.47 ns</td></tr>
<tr><td>Transition time of the tightest slew-check pin</td><td>0.667 ns</td></tr>
<tr><td>Setup-violating endpoint count in the final report</td><td>0</td></tr>
<tr><td>Unrepaired setup endpoints after global routing</td><td>no</td></tr>
<tr><th colspan="2">CTS</th></tr>
<tr><td>Clock buffers created by TritonCTS</td><td>5</td></tr>
<tr><td>Number of clock sinks seen by CTS</td><td>53</td></tr>
<tr><td>Total of hold buffers inserted after clock tree synthesis</td><td>0</td></tr>
<tr><td>Max H-tree Level</td><td>2</td></tr>
<tr><td>TritonCTS clock tree</td><td>done</td></tr>
<tr><td>CTS max path bufs</td><td>2</td></tr>
<tr><td>Root buf cell</td><td>sky130_fd_sc_hd__clkbuf_8</td></tr>
<tr><td>Latency at later pin</td><td>0.31 ns</td></tr>
<tr><td>Clock input transition at the sequential cells of the worst setup and hold paths</td><td>0.11 ns</td></tr>
<tr><td>Setup Fix Bufs, Post-CTS</td><td>0</td></tr>
<tr><td>Gates resized, CTS repair</td><td>0</td></tr>
<tr><th colspan="2">Outcome</th></tr>
<tr><td>Run status</td><td>finished, final reports clean</td></tr>
<tr><th colspan="2">Hold path</th></tr>
<tr><td>Tightest Hold Check Type</td><td>flip-flop to flip-flop</td></tr>
<tr><th colspan="2">Run</th></tr>
<tr><td>Log Warnings</td><td>31</td></tr>
<tr><td>Max-Cap Viols</td><td>0</td></tr>
</table>
cell type report:
| class | count | area [µm²] | area share [%] |
|---|---|---|---|
| clock buffer | 5 | 68.8 | 2.04 |
| clock inverter | 3 | 28.8 | 0.852 |
| timing repair buffer | 30 | 300 | 8.89 |
| multi-input combinational | 231 | 1760 | 52.0 |
| sequential | 53 | 1060 | 31.4 |
| inverter | 19 | 71.3 | 2.11 |
| tap | 72 | 90.1 | 2.67 |
cells in the mapped netlist, types with 2 or more instances:
cell type | count | share of area (%)
sky130_fd_sc_hd__o311ai_0 | 2 | 0.59
sky130_fd_sc_hd__dfxtp_1 | 53 | 36
sky130_fd_sc_hd__a211oi_1 | 2 | 0.51
sky130_fd_sc_hd__ha_1 | 39 | 16
sky130_fd_sc_hd__a21o_1 | 6 | 1.5
sky130_fd_sc_hd__nand4_1 | 9 | 1.9
sky130_fd_sc_hd__and4_1 | 2 | 0.59
sky130_fd_sc_hd__inv_1 | 19 | 2.4
sky130_fd_sc_hd__a2111oi_0 | 2 | 0.59
sky130_fd_sc_hd__nor4bb_1 | 2 | 0.68
sky130_fd_sc_hd__nand2b_1 | 4 | 0.85
sky130_fd_sc_hd__nor3_1 | 11 | 1.9
sky130_fd_sc_hd__nand3_1 | 23 | 3.9
sky130_fd_sc_hd__or2_2 | 2 | 0.42
sky130_fd_sc_hd__o21ai_0 | 6 | 1.0
sky130_fd_sc_hd__nand2_1 | 23 | 2.9
sky130_fd_sc_hd__buf_4 | 8 | 2.0
sky130_fd_sc_hd__a221o_1 | 2 | 0.68
sky130_fd_sc_hd__a21oi_1 | 12 | 2.0
sky130_fd_sc_hd__xnor2_1 | 31 | 9.2
sky130_fd_sc_hd__xor2_1 | 14 | 4.1
sky130_fd_sc_hd__nor2_1 | 16 | 2.0
sky130_fd_sc_hd__o21a_1 | 3 | 0.76
sky130_fd_sc_hd__or3_1 | 2 | 0.42
sky130_fd_sc_hd__and3_1 | 8 | 1.7
layer usage:
| layer | vias to the layer above | wire [µm] |
|---|---|---|
| li1 | 1154 | - |
| met1 | 946 | 2490 |
| met2 | 30 | 2210 |
| met3 | 5 | 151 |
| met4 | 0 | 63 |
| met5 | - | 0 |
metrics by stage:
stage                     cells  power, µW  setup WS, ns
after floorplan             313        515          1.46
after global placement      405        537         0.686
after detailed placement    405        537         0.637
after CTS                   413        829         0.956
after global routing        413        857         0.753
final                       413        819         0.929
state kept, by name, indices dropped and copies added (netlist names):
register and cells:
u1.PWM_output 1, u1.count 16, u2.PWM_output 1, u2.count 16
x1.count 19
cells in the final DEF, fill, tap and decap left out, types with 3 or more instances in the layout:
cell,n
sky130_fd_sc_hd__nand4_1,9
sky130_fd_sc_hd__clkbuf_8,5
sky130_fd_sc_hd__nand3_1,23
sky130_fd_sc_hd__o21ai_0,6
sky130_fd_sc_hd__xnor2_1,31
sky130_fd_sc_hd__xor2_1,14
sky130_fd_sc_hd__nor2_1,16
sky130_fd_sc_hd__and3_1,8
sky130_fd_sc_hd__inv_1,19
sky130_fd_sc_hd__nand2b_1,4
sky130_fd_sc_hd__nand2_1,23
sky130_fd_sc_hd__a21o_1,6
sky130_fd_sc_hd__ha_1,39
sky130_fd_sc_hd__clkdlybuf4s50_1,30
sky130_fd_sc_hd__nor3_1,11
sky130_fd_sc_hd__dfxtp_1,53
sky130_fd_sc_hd__a21oi_1,12
sky130_fd_sc_hd__o21a_1,3
report_power, final:
part | internal, µW | switching, µW
registers | 479 | 0.0000000000359
clock network | 119 | 174
logic | 23.8 | 22.7
logic make-up after synthesis:
group                    Yosys count  synth area share [%]
AND-OR/OR-AND                     36                  8.04
XOR/XNOR                          45                  13.3
adder cells (fa/ha/maj)           39                  16.5
buffers and inverters             29                  4.74
flip-flops                        53                  35.9
multiplexers                       1                 0.381
AND/OR/NAND/NOR                  110                  21.2
worst max-delay path, cell delays in order:
cell	delay (ns)
sky130_fd_sc_hd__clkdlybuf4s50_1	0.61
sky130_fd_sc_hd__or4_1	0.59
sky130_fd_sc_hd__nor3_2	0.22
sky130_fd_sc_hd__o21a_1	0.21
sky130_fd_sc_hd__a211oi_1	0.09
sky130_fd_sc_hd__ha_1	0.33
sky130_fd_sc_hd__a21o_1	0.18
sky130_fd_sc_hd__a21o_1	0.16
sky130_fd_sc_hd__a221o_1	0.33
sky130_fd_sc_hd__a21oi_1	0.11
final timing paths:
kind / endpoint / slack [ns] / startpoint / depth (start not counted)
worst min-delay path: x1.count[0]$_DFF_P_ / 0.43 / x1.count[0]$_DFF_P_ / 1
worst min register to register: x1.count[0]$_DFF_P_ / 0.43 / x1.count[0]$_DFF_P_ / 1
worst max-delay path: u2.PWM_output$_DFF_P_ / 0.93 / sw[7] / 10
worst max register to register: x1.count[18]$_DFF_P_ / 2.80 / x1.count[0]$_DFF_P_ / 5
Power and IR drop assume default switching activity.

===== design/flow/run.sh =====
#!/bin/bash
# OpenROAD 26Q1-2900-gdf79404cd8, Yosys 0.63+post, stock flow scripts
make -C /OpenROAD-flow-scripts/flow DESIGN_CONFIG=/design/flow/config.mk WORK_HOME=/design/flow/orfs finish

===== design/flow/config.mk =====
export PLATFORM = sky130hd
export DESIGN_NAME = Servo
export DESIGN_NICKNAME = Servo
export VERILOG_FILES = /design/flow/design.v
export SDC_FILE = /design/flow/constraint.sdc
export NUM_CORES = 4
export LEC_CHECK = 1
export CORE_UTILIZATION = 50

===== design/flow/constraint.sdc =====
current_design Servo

set clk_period 4.1
set clk_io_pct 0.2

create_clock -name clk0 -period $clk_period [get_ports {clk}]

set non_clock_inputs [all_inputs -no_clocks]
set_input_delay [expr $clk_period * $clk_io_pct] -clock clk0 $non_clock_inputs
set_output_delay [expr $clk_period * $clk_io_pct] -clock clk0 [all_outputs]

===== design/flow/design.v =====
`timescale 1ns / 1ps
module Servo(
input clk, reset,
output enable1,
output enable2
);
wire timerDone;
reg timerActive= 0;
reg [3:0] Seconds = 4'b0000;
wire n_clk;    
localparam servo90d=18'd145000,servo180d=18'd65000,servo0d=18'd240000,servo30d=18'd200000,servo150d=18'd95000,servo135d = 18'd110000;
reg [17:0] angle_value_servo1 = servo90d;
reg [17:0] angle_value_servo2 = servo90d;
 reg[2:0] Servo_FSM = 3'b000; 
Servo_PWM servo1(
.clk(clk),
.angle_value(angle_value_servo1),
.angle(enable1));
Servo_PWM servo2(
.clk(clk),
.angle_value(angle_value_servo2),
.angle(enable2));
delay_seconds test(.clk(clk), .limit(Seconds), .active(timerActive), .signal(timerDone));
 always @(posedge clk)
 begin
     case (Servo_FSM)
     3'b000:
     begin 
     angle_value_servo1 <= servo90d;
     angle_value_servo2 <= servo90d;
     Seconds = 2;  
     timerActive = 1;
     if (timerDone)
     begin
       timerActive = 0;
       Seconds = 0;
       Servo_FSM = 3'b001;
     end
   end  
   3'b001:
     begin 
     angle_value_servo1 <= servo180d;
     Seconds = 2;    
     timerActive = 1;
     if (timerDone)
     begin
       timerActive = 0;
       Seconds = 0;
       Servo_FSM = 3'b010;
     end
   end  
   3'b010:
     begin 
     angle_value_servo2 <= servo180d;
     Seconds = 2;     
     timerActive = 1;
     if (timerDone)
     begin
       timerActive = 0;
       Seconds = 0;
       Servo_FSM = 3'b011;
     end
   end  
   3'b011:
     begin 
      angle_value_servo1 <= servo90d;
     angle_value_servo2 <= servo90d;
     Seconds = 2;     
     timerActive = 1;
     if (timerDone)
     begin
       timerActive = 0;
       Seconds = 0;
       Servo_FSM <= 3'b100;
     end
   end  
    3'b100:
     begin
     end
 endcase      
   end 
endmodule
`timescale 1ns / 1ps
 module Servo_PWM(
   input clk,
   input[17:0] angle_value,
   output reg angle = 0
   );
  reg [20:0] count = 0;
   always@(posedge clk)
	begin
		count <= count + 1;
        if (count<angle_value)
         angle <= 1;
        else 
        angle <= 0;
   end   
  endmodule
`timescale 1ns / 1ps
module delay_seconds(
    input clk,
    input[3:0] limit,
    input active,
    output reg signal = 0
    );
reg reset = 0;
reg [31:0] counter = 0;
reg [3:0] second_counter = 0;
    reg [31:0] Period = 200000000;
always@ (posedge clk)
begin
  if(reset)
   begin
     counter = 0;
     second_counter=0;
     signal = 0;
    end 
    if (active)
    begin   
    if (second_counter<limit)
    begin
    reset = 0;
    if (counter<Period)
    begin
    counter <= counter + 1;
    end
    else 
    begin 
    counter = 0;
    second_counter <= second_counter + 1;
    end
   end
   else
   begin 
   signal = 1;
   reset = 1; 
   end
  end
 end
endmodule

==> results.txt <==
impl run done, here's what came out: status finished, final reports clean, Post-DP HPWL 4310 µm, r2r setup slk 1.64 ns, Antenna Nets Post-Route 0, Crit path max-delay family buffers and inverters, pre-CTS worst setup slack 1.63 ns, vias 2814, distinct lib cells 45, core area 0.00777 mm², Finished Core Util 0.560, Syn Area/Cell 9.64 µm², maximum buffer depth of the clock tree 2, CP Capture Type flip-flop, total inserted antenna cells 0, Worst VDD drop 0.000180 V, top achievable clock speed 406 MHz, Latency at later pin 0.35 ns, ys cells 421, Final Non-Filler Cells 532, CTS resizes 0, dominant synthesized flop cell dfxtp_1, comb area leader simple AND/OR/NAND/NOR gates, Dominant cell area share 0.400, critical path's slowest cell edfxtp_1, mean routed wirelength per cell 12.2 µm, clock sinks 90, Worst Path Arrival 2.74 ns, Chip Height 92.1 µm, pwr/cell area 342 mW/mm², RSZ-0062 raised after global routing no, total power 1.49 mW, setup violators final 0, drt first pass iters 4, slowest stage delay, CP 0.58 ns, Fin Hold WS 0.419 ns, depth of the CTS H-tree 3, r2r endpoint test.second_counter[0]$_DFF_P_, initial antenna violation count 0, number of port buffers 2, cell chain of the critical path buf_4, o21ai_2, or3_1, o22ai_4, buf_4, xor2_1, most used cell, CP buf_4, hold path cells 1, DRC viols 0, Area growth syn-to-layout 7.31%, Slew Limit Fails 0, max cap viols 0, total gr overflow 0, Synth top cells by count 81 x dfxtp_1, 43 x xnor2_1, 34 x nor2_1, Reg-to-Reg Start test.reset$_DFFE_PP_, max_slew headroom 0.400, die area 0.00848 mm², Worst Setup SP test.reset$_DFFE_PP_, Initial DRC Count 66, Final Wtd Congestion 0.809, WP buf/inv 2, layout cells sized above 1 0.0535, Num CTS Buffers 9, mapped cell area 0.00406 mm², Setup CP Type reg2reg, simple share 0.242, Rows 32, Tcrit/Tclk final 0.600, horizontal die size 92.1 µm, gr usage total 0.173, Synth warnings 3, hold buffers post-CTS 0, Final WS setup 1.64 ns, xor/xnor share 0.145, number of cells produced by synthesis 421, P_leak 1.64 nW, Reg2Reg Depth 6, setup repair bufs after CTS 0, CP Depth 6, DP Cell Count 516, most used standard cell by instance count after synthesis dfxtp_1, post-route minimum period 2.46 ns, Layout fillers 689, largest net degree at the start of global routing 30, CTS tree built, mux share 0.00247, #FFs+latches synth 90, Log Warnings 26, Largest cells by area dfxtp_1 40%, xnor2_1 9.3%, edfxtp_1 6.7%, ha_1 5.6%, xor2_1 5.2%, WP data required 4.38 ns, first-pass GRT wire length 11700 µm, sequential area share after synthesis 0.466, Hold Crit Class reg2reg, AO/OA Area Share 0.0568, crit path to test.second_counter[0]$_DFF_P_, Initial Util 0.522, Avg Vias per Cell 5.29, placed cell area 0.00415 mm², Final Hold Vio Count 0, finished layout cell area 0.00435 mm², maximum fanout along the worst path 29, Worst-Margin Slew 0.893 ns, total wire length 6480 µm, top cell type by total area after synthesis dfxtp_1, Chip Area, Yosys 0.00406 mm², # IOs 4, CP startpoint kind flip-flop, clock root cell clkbuf_8, yosys adder share 0.0555, Setup Skew 0.0129 ns, Post-synth EDFFs 9, clock transition at the registers of the reported paths 0.09 ns, setup TNS 0 ns, vias in the first global route 2646, FFs w/ async S/R, synth 0
## how the worst min path moves through the flow
stage	from	slack, ns	to
CTS	servo1.count[0]$_DFF_P_	0.42	servo1.count[0]$_DFF_P_
global route	servo1.count[0]$_DFF_P_	0.45	servo1.count[0]$_DFF_P_
finish	servo1.count[0]$_DFF_P_	0.42	servo1.count[0]$_DFF_P_
## routing by layer
layer / track usage / share of wire / vias up
li1: - / - / 1491
met1: 0.250 / 0.52 / 1297
met2: 0.288 / 0.44 / 21
met3: 0.0354 / 0.028 / 5
met4: 0.0156 / 0.011 / 0
met5: 0 / 0 / -
## power breakdown
group	internal [mW]	switching [mW]	leakage, nW
Clock	0.288	0.317	0.0910
Sequential	0.885	0	0.757
Combinational	0	0	0.794
Total	1.17	0.317	1.64
## sequential cells by signal, summed over array words and instances, names as in the netlist
signal	flops
test.reset	1
servo1.angle	1
test.counter	32
servo2.count	21
servo2.angle	1
angle_value_servo2	2
Servo_FSM	3
Seconds	1
test.second_counter	4
angle_value_servo1	2
test.signal	1
servo1.count	21
## cell families (layout without fill, tap and decap cells)
logic type | Yosys count | after routing
and+or+nand+nor | 185 | 185
DFF | 90 | 90
xor gates and xnor gates | 67 | 67
AOI/OAI and AO/OA | 32 | 32
buffers and inverters | 28 | 37
adders and majority gates | 18 | 18
muxes | 1 | 1
## placed cells by master, fill, tap and decap left out, types with 3 or more instances in the layout
master and n:
a21oi_1 9, a31oi_1 4, and2_1 4, and3_1 14, and4_1 7, clkbuf_8 9
clkinvlp_4 3, dfxtp_1 81, edfxtp_1 9, ha_1 18, inv_1 17, nand2_1 32
nand3_1 25, nand4_1 17, nand4b_1 4, nor2_1 34, nor2b_1 10, nor3_1 25
o2111ai_1 3, o21ai_0 3, xnor2_1 43, xor2_1 24
## final cells by class
cell class	count	area [µm²]	share of cell area
multi-input combinational	303	2030	0.467
sequential	90	1890	0.435
clock buffer	10	128	0.0293
tap	102	128	0.0293
clock inverter	6	72.6	0.0167
inverter	17	63.8	0.0147
timing repair buffer	4	35.0	0.00805
Power and IR drop assume default switching activity.
